--- design/flow/run.sh ---
#!/bin/bash
# OpenROAD 26Q1-2900-gdf79404cd8, Yosys 0.63+post, stock flow scripts
make -C /OpenROAD-flow-scripts/flow DESIGN_CONFIG=/design/flow/config.mk WORK_HOME=/design/flow/orfs finish
--- design/flow/config.mk ---
export PLATFORM = sky130hd
export DESIGN_NAME = sdram_read
export DESIGN_NICKNAME = sdram_read
export VERILOG_FILES = /design/flow/design.v
export SDC_FILE = /design/flow/constraint.sdc
export NUM_CORES = 4
export LEC_CHECK = 1
export CORE_UTILIZATION = 30
--- design/flow/constraint.sdc ---
current_design sdram_read

set clk_period 5.7
set clk_io_pct 0.2

create_clock -name clk0 -period $clk_period [get_ports {sys_clk}]

set non_clock_inputs [all_inputs -no_clocks]
set_input_delay [expr $clk_period * $clk_io_pct] -clock clk0 $non_clock_inputs
set_output_delay [expr $clk_period * $clk_io_pct] -clock clk0 [all_outputs]
--- design/flow/design.v ---
module sdram_read
(
input wire sys_clk ,  
input wire sys_rst_n ,  
input wire init_end ,  
input wire rd_en ,  
input wire [23:0] rd_addr ,  
input wire [15:0] rd_data ,  
input wire [9:0] rd_burst_len ,  
output wire rd_ack ,  
output wire rd_end ,  
output reg [3:0] read_cmd ,  
output reg [1:0] read_ba ,  
output reg [12:0] read_addr ,  
output wire [15:0] rd_sdram_data  
);
parameter TRCD_CLK = 10'd2 ,     
          TCL_CLK = 10'd3 ,      
          TRP_CLK = 10'd2 ;      
parameter RD_IDLE = 4'b0000 ,    
          RD_ACTIVE = 4'b0001 ,  
          RD_TRCD = 4'b0011 ,    
          RD_READ = 4'b0010 ,    
          RD_CL = 4'b0100 ,      
          RD_DATA = 4'b0101 ,    
          RD_PRE = 4'b0111 ,     
          RD_TRP = 4'b0110 ,     
          RD_END = 4'b1100 ;     
parameter NOP = 4'b0111 ,        
          ACTIVE = 4'b0011 ,     
          READ = 4'b0101 ,       
          B_STOP = 4'b0110 ,     
          P_CHARGE = 4'b0010 ;   
wire trcd_end ;  
wire trp_end ;  
wire tcl_end ;  
wire tread_end ;  
wire rdburst_end ;  
reg [3:0] read_state ;  
reg [9:0] cnt_clk ;  
reg cnt_clk_rst ;  
reg [15:0] rd_data_reg ;
always@(posedge sys_clk or negedge sys_rst_n)
    if(sys_rst_n == 1'b0)
        rd_data_reg <= 16'd0;
    else
        rd_data_reg <= rd_data;  
assign rd_sdram_data = (rd_ack == 1'b1) ? rd_data_reg : 16'b0;
assign rd_end = (read_state == RD_END) ? 1'b1 : 1'b0;
assign rd_ack = (read_state == RD_DATA) && (cnt_clk >= 10'd1) && (cnt_clk < (rd_burst_len + 2'd1));
always@(posedge sys_clk or negedge sys_rst_n)
    if(sys_rst_n == 1'b0)
        cnt_clk <= 10'd0;
    else if(cnt_clk_rst == 1'b1)
        cnt_clk <= 10'd0;
    else
        cnt_clk <= cnt_clk + 1'b1;
assign trcd_end = ((read_state == RD_TRCD) && (cnt_clk == TRCD_CLK )) ? 1'b1 : 1'b0; 
assign trp_end = ((read_state == RD_TRP ) && (cnt_clk == TRP_CLK )) ? 1'b1 : 1'b0; 
assign tcl_end = ((read_state == RD_CL ) && (cnt_clk == TCL_CLK - 1 )) ? 1'b1 : 1'b0; 
assign tread_end = ((read_state == RD_DATA) && (cnt_clk == rd_burst_len + 2)) ? 1'b1 : 1'b0; 
assign rdburst_end = ((read_state == RD_DATA) && (cnt_clk == rd_burst_len - 4)) ? 1'b1 : 1'b0; 
always@(posedge sys_clk or negedge sys_rst_n)
    if(sys_rst_n == 1'b0)
        read_state <= RD_IDLE;
    else
        case(read_state)
            RD_IDLE:
                if((rd_en ==1'b1) && (init_end == 1'b1))
                    read_state <= RD_ACTIVE;
                else
                    read_state <= RD_IDLE;
            RD_ACTIVE:
                read_state <= RD_TRCD;
            RD_TRCD:
                if(trcd_end == 1'b1)
                    read_state <= RD_READ;
                else
                    read_state <= RD_TRCD;
            RD_READ:
                read_state <= RD_CL;
            RD_CL:
                read_state <= (tcl_end == 1'b1) ? RD_DATA : RD_CL;
            RD_DATA:
                read_state <= (tread_end == 1'b1) ? RD_PRE : RD_DATA;
            RD_PRE:
                read_state <= RD_TRP;
            RD_TRP:
                read_state <= (trp_end == 1'b1) ? RD_END : RD_TRP;
            RD_END:
                read_state <= RD_IDLE;
            default:
                read_state <= RD_IDLE;
        endcase
always@(*)
    begin
        case(read_state)
            RD_IDLE: cnt_clk_rst <= 1'b1;
            RD_TRCD: cnt_clk_rst <= (trcd_end == 1'b1) ? 1'b1 : 1'b0;
            RD_READ: cnt_clk_rst <= 1'b1;
            RD_CL: cnt_clk_rst <= (tcl_end == 1'b1) ? 1'b1 : 1'b0;
            RD_DATA: cnt_clk_rst <= (tread_end == 1'b1) ? 1'b1 : 1'b0;
            RD_TRP: cnt_clk_rst <= (trp_end == 1'b1) ? 1'b1 : 1'b0;
            RD_END: cnt_clk_rst <= 1'b1;
            default: cnt_clk_rst <= 1'b0;
        endcase
    end
always@(posedge sys_clk or negedge sys_rst_n)
    if(sys_rst_n == 1'b0)
        begin
            read_cmd <= NOP;     
            read_ba <= 2'b11;    
            read_addr <= 13'h1fff;   
        end
    else
        case(read_state)
        RD_IDLE,RD_TRCD,RD_TRP:
            begin
                read_cmd <= NOP;     
                read_ba <= 2'b11;   
                read_addr <= 13'h1fff;
            end
        RD_ACTIVE:  
            begin
                read_cmd <= ACTIVE;          
                read_ba <= rd_addr[23:22];   
                read_addr <= rd_addr[21:9];  
            end
        RD_READ:  
            begin
                read_cmd <= READ;                    
                read_ba <= rd_addr[23:22];           
                read_addr <= {4'b0000,rd_addr[8:0]}; 
            end
        RD_DATA:  
            begin
                if(rdburst_end == 1'b1)      
                    read_cmd <= B_STOP;      
                else
                    begin
                    read_cmd <= NOP;         
                    read_ba <= 2'b11;
                    read_addr <= 13'h1fff;
                    end
            end
        RD_PRE:  
            begin
            read_cmd <= P_CHARGE;        
            read_ba <= rd_addr[23:22];
            read_addr <= 13'h0400;       
            end
        RD_END:
            begin
            read_cmd <= NOP;
            read_ba <= 2'b11;
            read_addr <= 13'h1fff;
            end
        default:
            begin
            read_cmd <= NOP;
            read_ba <= 2'b11;
            read_addr <= 13'h1fff;
            end
        endcase
endmodule
==> flow report <==
==============================================================================
Final number of max-transition violations                                    0
I/O pin total                                                               91
Tally of filler cells in the layout                                        979
Area Overhead vs Synth                                                   35.8%
Detailed Route WL                                                 7010 microns
Clock latency reported for the late side of the worst-skew pair         300 ps
Outcome                                                           finished, final reports clean
Total Power Consumption                                              0.00108 W
Crit share post-route                                                    0.931
Post-CTS Hold Fix Bufs                                                       0
Core Region                                                       0.0102 sq mm
CTS clock-pin slew for the worst setup and hold paths                   100 ps
Worst clock skew                                                       12.9 ps
Master of the slowest instance on the critical path               clkdlybuf4s50_1
Startpoint types                                                    input port
GRT Overall Usage                                                        0.138
Flip-flops with a built-in enable                                            0
Largest net degree at the start of global routing                           54
Horizontal die dimension                                           104 microns
Antenna Nets Post-Route                                                      0
Floorplan core density                                                   0.307
Final hold violation count                                                   0
Most frequently placed logic cell in the final layout             clkdlybuf4s50_1
Delay contributed by the slowest stage of the critical path             620 ps
Mapped Area                                                       0.00315 sq mm
Worst hold path class                                                  reg2reg
H-tree Lvls                                                                  2
Setup tns final                                                           0 ps
Synth flops                                                                 53
Most used DFF post-synth                                               dfrtp_1
Setup Crit Path Kind                                                    in2out
OpenROAD warnings                                                           30
Number of flip-flops in the largest register                                16
Total grt overflow                                                           0
Most congested layer reported by global routing                           met1
Vias                                                                      2566
Initial antenna violation count                                              0
Met2 track demand over resource in global routing                        0.200
Max-slew headroom                                                        0.568
Clk buf depth                                                                2
Layout cell share with drive strength beyond 1                           0.129
Via count of the first global-routing pass                                2484
Yosys cell count                                                           313
Total clock buffers created by CTS                                           5
Number of design rule violations left after detail routing                   0
Met1 capacity usage during global routing                                0.223
Library cell used as clock root buffer                                clkbuf_8
Post-synth ARST share                                                     1.00
Highest clock frequency the design can meet                            188 MHz
Number of port buffers                                                      89
Sequential fraction of the synthesis area                                0.429
Number of gates resized after CTS                                            0
Worst-margin pin slew                                                   648 ps
CP Max Fanout                                                               17
Row count                                                                   37
Setup repair after global routing missed its margin                         no
Final HPWL DP                                                     5240 microns
Series of cell instances along the critical path                  clkdlybuf4s50_1 -> ha_1 -> nand3_1 -> nor3_1 -> xnor2_1 -> ha_1 -> a2111oi_0 -> a21oi_1 -> nand3_1 -> a21oi_1 -> buf_4 -> nor2_1 -> clkdlybuf4s50_1
Number of standard cells after synthesis                                   313
Family with the most delay on the worst path                      buffers and inverters
Leakage Power                                                          1.83 nW
Global-route wire length before repair                            12000 microns
Count of cell types in the netlist                                          52
Area reported by Yosys stat                                       0.00315 sq mm
Die Size                                                          0.0109 sq mm
Post CTS Setup Buffer Count                                                  0
Via-to-Cell Ratio                                                         4.75
Iter 0 DRT Violations                                                       92
Wire length per cell                                              13.0 microns
Category of the worst setup path capture point                     output port
Clock sink count                                                            53
Worst ir drop on vdd                                                    119 uV
PD cells                                                           252 mW/mm^2
Clock period minus worst slack                                         5310 ps
Number of iterations in the first detailed-routing pass                      4
Most instantiated logic cells after routing                       clkdlybuf4s50_1 (88), nor2_1 (35), dfrtp_1 (34)
Worst endpoint required time                                           4560 ps
Clock tree from TritonCTS                                                 done
Routability congestion estimate                                          0.897
Antenna cell count                                                           0
Final-report setup violation count                                           0
Arrival time at the worst endpoint                                     4170 ps
Max Cap Violations                                                           0
Yosys warns                                                                  1
Met3 track demand over resource                                         0.0320
Chip Height                                                        104 microns
Number of buffer and inverter stages on the critical path                    3
Syn Area/Cell                                                       10.0 sq um
==============================================================================
## path summary, 6_finish.rpt
kind,start,endpoint,slack (ps),depth (start not counted)
max in group asynchronous,sys_rst_n,cnt_clk[3]$_DFF_PN0_,4330,2
worst min register to register,read_ba[0]$_DFFE_PN1P_,read_ba[0]$_DFFE_PN1P_,470,2
worst max register to register,cnt_clk[0]$_DFF_PN0_,read_addr[2]$_DFFE_PN1P_,2860,8
worst min-delay path,read_ba[0]$_DFFE_PN1P_,read_ba[0]$_DFFE_PN1P_,470,2
worst max-delay path,rd_burst_len[2],rd_sdram_data[6],390,13
min in group asynchronous,sys_rst_n,read_state[1]$_DFF_PN0_,950,2
## cell families (layout without fill, tap and decap cells)
kind of cell	after synthesis	count (layout)	share of synthesized area
other	1	1	0.00119
buffers and inverters	33	124	0.0525
AND-OR/OR-AND	42	42	0.105
XOR/XNOR	33	33	0.0967
multiplexers	15	15	0.0565
flip-flops	53	53	0.429
AND/OR/NAND/NOR	117	117	0.184
adder cells (fa/ha/maj)	19	19	0.0756
## final cells by class
type,count,area (sq um),area share
Clock buffer,7,86.3,0.0202
Clock inverter,1,6.26,0.00146
Inverter,16,60.1,0.0141
Multi-Input combinational cell,227,1630,0.382
Sequential cell,53,1350,0.316
Tap cell,136,170,0.0398
Timing Repair Buffer,100,968,0.227
## per-stage QoR
| step | hold slack (ps) | setup slack [ps] | instance area, sq um | instances | util |
|---|---|---|---|---|---|
| after global routing | 493 | 13.0 | 4270 | 540 | 0.418 |
| after floorplan | 430 | 1490 | 3150 | 313 | - |
| after CTS | 477 | 373 | 4270 | 540 | 0.418 |
| after global placement | 457 | 420 | 4180 | 532 | 0.408 |
| after detailed placement | 462 | 377 | 4180 | 532 | 0.408 |
| final | 475 | 391 | 4270 | 540 | 0.418 |
## tightest hold or removal path, stage by stage, from the launching register on
cell and delay [ps]:
dfstp_2 380, inv_1 40, mux2i_1 60
## cell usage after synthesis, types with 4 or more instances
cell type	count	area share
nor2_1	35	0.042
dfrtp_1	34	0.27
nand2_1	27	0.032
dfstp_2	19	0.16
ha_1	19	0.076
xor2_1	17	0.047
inv_1	16	0.019
xnor2_1	15	0.042
nand3_1	10	0.016
nor3_1	10	0.016
a221o_1	9	0.029
nand4_1	7	0.014
a21oi_1	6	0.0095
buf_2	6	0.0095
clkbuf_1	6	0.0072
mux2_2	6	0.021
mux2i_1	5	0.016
o21ai_0	5	0.0080
a21o_1	4	0.0095
mux2_4	4	0.019
nor4_1	4	0.0080
o21a_1	4	0.0095
## per-layer routing
layer	vias to the layer above	routed length, microns
met1	1183	3450
met5	-	0
li1	1277	-
met2	101	2900
met4	0	64
met3	5	585
## power by group
part	total, W	internal, W	switching (W)
Sequential	0.000486	0.000414	0.0000727
Clock	0.000217	0.0000993	0.000118
Combinational	0.000372	0.000218	0.000154
Power and IR drop assume default switching activity.
