==> design.v <==
module sdram_arbit
(
input wire sys_clk ,  
input wire sys_rst_n ,  
input wire [3:0] init_cmd ,  
input wire init_end ,  
input wire [1:0] init_ba ,  
input wire [12:0] init_addr ,  
input wire aref_req ,  
input wire aref_end ,  
input wire [3:0] aref_cmd ,  
input wire [1:0] aref_ba ,  
input wire [12:0] aref_addr ,  
input wire wr_req ,  
input wire [1:0] wr_ba ,  
input wire [15:0] wr_data ,  
input wire wr_end ,  
input wire [3:0] wr_cmd ,  
input wire [12:0] wr_addr ,  
input wire wr_sdram_en ,
input wire rd_req ,  
input wire rd_end ,  
input wire [3:0] rd_cmd ,  
input wire [12:0] rd_addr ,  
input wire [1:0] rd_ba ,  
output reg aref_en ,  
output reg wr_en ,  
output reg rd_en ,  
output wire sdram_cke ,  
output wire sdram_cs_n ,  
output wire sdram_ras_n ,  
output wire sdram_cas_n ,  
output wire sdram_we_n ,  
output reg [1:0] sdram_ba ,  
output reg [12:0] sdram_addr ,  
inout wire [15:0] sdram_dq  
);
parameter IDLE = 5'b0_0001 ,     
          ARBIT = 5'b0_0010 ,    
          AREF = 5'b0_0100 ,     
          WRITE = 5'b0_1000 ,    
          READ = 5'b1_0000 ;     
parameter CMD_NOP = 4'b0111 ;    
reg [3:0] sdram_cmd ;  
reg [4:0] state ;  
always@(posedge sys_clk or negedge sys_rst_n)
    if(sys_rst_n == 1'b0)
        state <= IDLE;   
    else 
        case(state)
            IDLE:    
                if(init_end == 1'b1)     
                    state <= ARBIT;
                else
                    state <= IDLE;
            ARBIT:   
                if(aref_req == 1'b1)     
                    state <= AREF;
                else if(wr_req == 1'b1)  
                    state <= WRITE;
                else if(rd_req == 1'b1)  
                    state <= READ;
                else
                    state <= ARBIT;
            AREF:    
                if(aref_end == 1'b1)     
                    state <= ARBIT;
                else
                    state <= AREF;
            WRITE:   
                if(wr_end == 1'b1)
                    state <= ARBIT;      
                else
                    state <= WRITE;
            READ:    
                if(rd_end == 1'b1)
                    state <= ARBIT;      
                else
                    state <= READ;
            default:
                state <= IDLE;
        endcase
always@(posedge sys_clk or negedge sys_rst_n)
    if(sys_rst_n == 1'b0)
        aref_en <= 1'b0;
    else if((state == ARBIT) && (aref_req == 1'b1))
        aref_en <= 1'b1;
    else if(aref_end == 1'b1)
        aref_en <= 1'b0;
always@(posedge sys_clk or negedge sys_rst_n)
    if(sys_rst_n == 1'b0)
        wr_en <= 1'b0;
    else if((state == ARBIT) && (aref_req == 1'b0) && (wr_req == 1'b1))
        wr_en <= 1'b1;
    else if(wr_end == 1'b1)
        wr_en <= 1'b0;
always@(posedge sys_clk or negedge sys_rst_n)
    if(sys_rst_n == 1'b0)
        rd_en <= 1'b0;
    else if((state == ARBIT) && (aref_req == 1'b0) && (rd_req == 1'b1))
        rd_en <= 1'b1;
    else if(rd_end == 1'b1)
        rd_en <= 1'b0;
always@(*)
    case(state)
        IDLE:    
            begin
                sdram_cmd <= init_cmd;   
                sdram_ba <= init_ba;     
                sdram_addr <= init_addr; 
            end
        AREF:    
            begin
                sdram_cmd <= aref_cmd;
                sdram_ba <= aref_ba;
                sdram_addr <= aref_addr;
            end
        WRITE:   
            begin
                sdram_cmd <= wr_cmd;
                sdram_ba <= wr_ba;
                sdram_addr <= wr_addr;
            end
        READ:    
            begin
                sdram_cmd <= rd_cmd;
                sdram_ba <= rd_ba;
                sdram_addr <= rd_addr;
            end
        default:  
            begin
                sdram_cmd <= CMD_NOP;
                sdram_ba <= 2'b11;
                sdram_addr <= 13'h1fff;
            end
    endcase
assign sdram_cke = 1'b1;
assign sdram_dq = (wr_sdram_en == 1'b1) ? wr_data : 16'bz;
assign {sdram_cs_n, sdram_ras_n, sdram_cas_n, sdram_we_n} = sdram_cmd;
endmodule
==> run.sh <==
#!/bin/bash
# OpenROAD 26Q1-2900-gdf79404cd8, Yosys 0.63+post, stock flow scripts
make -C /OpenROAD-flow-scripts/flow DESIGN_CONFIG=/design/flow/config.mk WORK_HOME=/design/flow/orfs finish
==> config.mk <==
export PLATFORM = sky130hd
export DESIGN_NAME = sdram_arbit
export DESIGN_NICKNAME = sdram_arbit
export VERILOG_FILES = /design/flow/design.v
export SDC_FILE = /design/flow/constraint.sdc
export NUM_CORES = 4
export LEC_CHECK = 1
export CORE_AREA = 10 10 83 83
export DIE_AREA = 0 0 93 93
==> constraint.sdc <==
current_design sdram_arbit

set clk_period 2.7
set clk_io_pct 0.2

create_clock -name clk0 -period $clk_period [get_ports {sys_clk}]

set non_clock_inputs [all_inputs -no_clocks]
set_input_delay [expr $clk_period * $clk_io_pct] -clock clk0 $non_clock_inputs
set_output_delay [expr $clk_period * $clk_io_pct] -clock clk0 [all_outputs]
==> flow_metrics.env <==
# implementation run metrics
export IMPL_period_used_pct=90.9
export IMPL_cts_tree="yes"
export IMPL_initial_utilization_pct=18.0
export IMPL_insertion_delay_ps=230
export IMPL_numPortBuffers=106
export IMPL_crit_path_end_kind="primary output"
export IMPL_ys_ff=8
export IMPL_dp_cells=268
export IMPL_holdBufCountCts=0
export IMPL_track_usage_pct=9.76
export IMPL_arrival_ps=1910
export IMPL_use_met2_pct=15.8
export IMPL_h_tree_depth=1
export IMPL_antenna_found_initial=0
export IMPL_worst_hold_slack_ps=518
export IMPL_critical_path_max_stage_delay_ps=510
export IMPL_hold_depth=2
export IMPL_top_usage_layer="met2"
export IMPL_first_global_vias=1371
export IMPL_drc=0
export IMPL_ant_nets=0
export IMPL_drtPass1Iterations=4
export IMPL_total_leakage_power_nw=0.711
export IMPL_syn_area_per_cell_um2=8.13
export IMPL_slowest_stage="or4_1"
export IMPL_dr_total_vias=1214
export IMPL_mappedNetlistArea_um2=927
export IMPL_cts_inserted_buffers=3
export IMPL_post_cts_resized=0
export IMPL_grt_pass1_wl_mm=6.98
export IMPL_regToRegEndpoint="state[4]$_DFF_PN0_"
export IMPL_overflow=0
export IMPL_postRouteWirelength_mm=4.64
export IMPL_powerDensity_nw_per_um2=399
export IMPL_syn2layout_area_growth_pct=114
export IMPL_fin_crit_ps=2450
export IMPL_ys_chip_area_um2=927
export IMPL_die_w_um=93
export IMPL_whs_endpoint="wr_en$_DFFE_PN0P_"
export IMPL_setup_tns_ps=0
export IMPL_reg2reg_slack_ps=1580
export IMPL_io_pins=141
export IMPL_final_layout_size_suffix_gt1_share_pct=10.9
export IMPL_fin_skew_ps=5.19
export IMPL_status="completed"
export IMPL_dpl_hpwl_mm=3.65
export IMPL_startpoint_type="flop"
export IMPL_r2r_cells=3
export IMPL_cts_root_buf="clkbuf_8"
export IMPL_antenna_cells=0
export IMPL_hp_start="wr_en$_DFFE_PN0P_"
export IMPL_final_hold_violation_count=0
export IMPL_vias_per_cell=4.46
export IMPL_core_um2=5140
export IMPL_path_cells="or4_1 > buf_4 > nand3_1 > clkdlybuf4s50_1"
export IMPL_irDropWorstVdd_mv=0.206
export IMPL_fmax_mhz=408
export IMPL_finalSetupViolCount=0
export IMPL_max_cap_violations=0
export IMPL_slew_violations=0
export IMPL_crit_fanout=18
export IMPL_worstHoldPathType="flop to flop"
export IMPL_use_met1_pct=12.5
export IMPL_grt_start_max_net_pins=22
export IMPL_crit_required_ps=2160
export IMPL_power_mw=0.790
export IMPL_fin_area_um2=1980
export IMPL_synth_cell_types=21
export IMPL_clkSinkCount=8
export IMPL_grtUsageMet3_pct=3.55
export IMPL_synthCells=114
export IMPL_routabilityCongestion=0.788
export IMPL_wire_per_inst_um=17.1
export IMPL_path_clk_slew_ps=40
export IMPL_dpl_cell_area_um2=1940
export IMPL_ys_cells=114
export IMPL_setup_worst_path_class="flop to primary output"
export IMPL_yosysWarnings=2
export IMPL_rsz0062_at_grt="no"
export IMPL_postSynthSeqShare_pct=21.7
export IMPL_warnings=26
export IMPL_die_y_um=93
export IMPL_clock_path_buffers=2
export IMPL_fp_row_count=26
export IMPL_timing_rr_start="state[0]$_DFF_PN1_"
export IMPL_fin_cells=272
export IMPL_post_cts_buffers=0
export IMPL_dr_first_iter_drc_count=40
export IMPL_dieArea_um2=8650
worst max-delay path by stage:
stage                 startpoint     endpoint  slack, ps  cells past startpoint
CTS           state[1]$_DFF_PN0_  sdram_ba[0]        230                      4
global route  state[2]$_DFF_PN0_  sdram_ba[1]        160                      4
finish        state[1]$_DFF_PN0_  sdram_ba[0]        250                      4
worst max-delay path, delay by kind of cell (launching register included):
kind | cells | cell delay, ps
buf+inv | 2 | 710
flops | 1 | 360
simple gates | 2 | 620
kinds of logic (layout without fill, tap and decap cells):
kind of cell / Yosys count / in the layout / synth area share [%]
compound gates: 47 / 47 / 37.1
buf+inv: 34 / 122 / 21.9
simple gates: 24 / 24 / 18.9
flops: 8 / 8 / 21.7
other cells: 1 / 1 / 0.404
synthesized netlist by cell type, drive strengths merged:
cell	instances	area, µm²
nand2b	1	6.26
o32ai	1	8.76
buf	19	146
dfstp	1	26.3
nand3	18	140
a22oi	40	300
nand2	2	7.51
dfrtp	7	175
o22ai	1	6.26
conb	1	3.75
o311ai	1	8.76
o21ai	4	20.0
nor2b	1	6.26
nand3b	1	7.51
inv	7	26.3
or4	1	7.51
clkbuf	8	30.0
layer usage:
layer	vias to the layer above	routed length, µm	part of all wire [%]
met4	0	57	1.2
met5	-	0	0
li1	598	-	-
met1	540	2100	45
met3	4	457	9.8
met2	72	2030	44
sequential cells by signal (all words and copies together) (netlist names):
signal and count:
aref_en 1, rd_en 1, state 5, wr_en 1
area by class of cell:
cell class	instances	area (µm²)
sequential	8	201
inverter	7	26.3
timing repair buffer	111	1100
multi-input combinational	72	523
fill	546	3160
tap	70	87.6
clock buffer	4	45.0
metrics by stage:
stage | setup WS, ps | util (%)
after floorplan | 930 | -
after detailed placement | 451 | 37.7
after global placement | 459 | 37.7
final | 247 | 38.6
after CTS | 231 | 38.6
after global routing | 156 | 38.6
layout by cell type, fill, tap and decap left out:
| cell | n |
|---|---|
| a22oi_1 | 40 |
| buf_4 | 5 |
| clkbuf_1 | 1 |
| clkbuf_8 | 3 |
| clkdlybuf4s50_1 | 106 |
| conb_1 | 1 |
| dfrtp_1 | 7 |
| dfstp_2 | 1 |
| inv_1 | 4 |
| inv_2 | 3 |
| nand2_1 | 2 |
| nand2b_1 | 1 |
| nand3_1 | 8 |
| nand3_2 | 10 |
| nand3b_1 | 1 |
| nor2b_1 | 1 |
| o21ai_0 | 2 |
| o21ai_1 | 2 |
| o22ai_1 | 1 |
| o311ai_1 | 1 |
| o32ai_1 | 1 |
| or4_1 | 1 |
power breakdown:
part | leakage (nW) | internal, mW | switching [mW] | total (mW)
sequential | 0.104 | 0.136 | 0.00792 | 0.144
clock | 0.0228 | 0.102 | 0.0459 | 0.148
combinational | 0.585 | 0.332 | 0.166 | 0.498
total | 0.711 | 0.570 | 0.220 | 0.790
Power figures rest on the tool's default switching activity, not on a simulated workload.
